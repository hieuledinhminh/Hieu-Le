**flow/run.sh**
```bash
#!/bin/bash
# OpenROAD 26Q1-2900-gdf79404cd8, Yosys 0.63+post, stock flow scripts
make -C /OpenROAD-flow-scripts/flow DESIGN_CONFIG=/design/flow/config.mk WORK_HOME=/design/flow/orfs finish
```
**flow/config.mk**
```make
export PLATFORM = sky130hd
export DESIGN_NAME = synth_wrapper
export DESIGN_NICKNAME = synth_wrapper
export VERILOG_FILES = /design/flow/design.v
export SDC_FILE = /design/flow/constraint.sdc
export NUM_CORES = 4
export LEC_CHECK = 1
export CORE_AREA = 10 10 95 95
export DIE_AREA = 0 0 105 105
```
**flow/constraint.sdc**
```tcl
current_design synth_wrapper

set clk_period 3.3
set clk_io_pct 0.2

create_clock -name clk0 -period $clk_period [get_ports {clk}]

set non_clock_inputs [all_inputs -no_clocks]
set_input_delay [expr $clk_period * $clk_io_pct] -clock clk0 $non_clock_inputs
set_output_delay [expr $clk_period * $clk_io_pct] -clock clk0 [all_outputs]
```
**flow/design.v**
```verilog
module synth_wrapper(rst_n,clk,a,b,op,result,carry);
	input [3:0] a;
	input [3:0] b;
	input [2:0] op;
	input rst_n;
	input clk;
	output reg [3:0] result;
	output reg carry;
	reg [3:0] a_reg;
	reg [3:0] b_reg;
	reg [2:0] op_reg;
	wire [3:0] result_reg;
	wire carry_reg;
always@(posedge clk, posedge rst_n) begin
    if(rst_n) begin
       a_reg <= 4'h0;
       b_reg <= 4'h0;
       op_reg <= 3'h0;
       result <= 4'h0;
       carry <= 1'b0;
    end
    else begin
       a_reg <= a;
       b_reg <= b;
       op_reg <= op;
       result <= result_reg;
       carry <= carry_reg;
    end
end 
	 alu u1(.a(a_reg), .b(b_reg), .op(op_reg), .result(result_reg), .carry(carry_reg));
endmodule
module alu(a,b,op,result,carry);
	input	[3:0]a;
	input	[3:0]b;
	input	[2:0]op;
	output [3:0]result;
	output carry;
	wire wire_carry1;
	wire wire_carry2;	
	wire wire_carry3;
	assign wire_carry3 = ~wire_carry2;
	wire [3:0]wire_in1;
	wire [3:0]wire_in2;
	wire [3:0]wire_in3;
	wire [3:0]wire_in4;
	wire [3:0]wire_in5;
	wire [3:0]wire_in6;
	wire [3:0]wire_in7;
	wire [3:0]wire_in8;
	ripple_adder 	add_t1 	(.a(a), .b(b), .s(wire_in1), .Co(wire_carry1), .Cin(1'b0));
	ripple_subtr 	sub_t2 	(.a(a), .b(b), .s(wire_in2), .Co(wire_carry2), .Cin(1'b1));
	and4bit 			and_t3 	(.a(a), .b(b), .s(wire_in3));
	or4bit 			or_t4 	(.a(a), .b(b), .s(wire_in4));
	xor4bit 			xor_t5 	(.a(a), .b(b), .s(wire_in5));
	not4bit 			not_t6 	(.a(a), .s(wire_in6));
	shift_left 		left_t7 	(.a(a), .b(b), .s(wire_in7));
	shift_right 	right_t8 (.a(a), .b(b), .s(wire_in8));
	mux8by1 mux_t9 (	
							.in1(wire_in1),
							.in2(wire_in2), 
							.in3(wire_in3), 
							.in4(wire_in4), 
							.in5(wire_in5),
							.in6(wire_in6),
							.in7(wire_in7),
							.in8(wire_in8),
							.op(op),
							.result(result)
							);
	mux8by1_1bit mux_t10 (	
							.in1(wire_carry1),
							.in2(wire_carry3), 
							.in3(1'b0), 
							.in4(1'b0), 
							.in5(1'b0),
							.in6(1'b0),
							.in7(1'b0),
							.in8(1'b0),
							.op(op),
							.carry(carry)
							);
endmodule 
module mux8by1 (in1,in2,in3,in4,in5,in6,in7,in8,op,result);
	input [3:0]in1;
	input [3:0]in2;
	input [3:0]in3;
	input [3:0]in4;
	input [3:0]in5;
	input [3:0]in6;
	input [3:0]in7;
	input [3:0]in8;
	input [2:0]op;
	output [3:0]result;
	wire [3:0]w_mux1_1;
	wire [3:0]w_mux1_2;
	wire [3:0]w_mux1_3;
	wire [3:0]w_mux1_4;
	wire [3:0]w_mux2_1;
	wire [3:0]w_mux2_2;
	mux2by1_4bit mux1_1(.in1(in1), .in2(in2), .op(op[0]), .result(w_mux1_1));
	mux2by1_4bit mux1_2(.in1(in3), .in2(in4), .op(op[0]), .result(w_mux1_2));
	mux2by1_4bit mux1_3(.in1(in5), .in2(in6), .op(op[0]), .result(w_mux1_3));
	mux2by1_4bit mux1_4(.in1(in7), .in2(in8), .op(op[0]), .result(w_mux1_4));
	mux2by1_4bit mux2_1(.in1(w_mux1_1), .in2(w_mux1_2), .op(op[1]), .result(w_mux2_1));
	mux2by1_4bit mux2_2(.in1(w_mux1_3), .in2(w_mux1_4), .op(op[1]), .result(w_mux2_2));
	mux2by1_4bit mux3_1(.in1(w_mux2_1), .in2(w_mux2_2), .op(op[2]), .result(result));
endmodule 
module mux8by1_1bit (in1,in2,in3,in4,in5,in6,in7,in8,op,carry);
	input in1;
	input in2;
	input in3;
	input in4;
	input in5;
	input in6;
	input in7;
	input in8;
	input [2:0]op;
	output carry;
	wire w_mux1_1;
	wire w_mux1_2;
	wire w_mux1_3;
	wire w_mux1_4;
	wire w_mux2_1;
	wire w_mux2_2;
	mux2by1 mux1_1(.in1(in1), .in2(in2), .op(op[0]), .result(w_mux1_1));
	mux2by1 mux1_2(.in1(in3), .in2(in4), .op(op[0]), .result(w_mux1_2));
	mux2by1 mux1_3(.in1(in5), .in2(in6), .op(op[0]), .result(w_mux1_3));
	mux2by1 mux1_4(.in1(in7), .in2(in8), .op(op[0]), .result(w_mux1_4));
	mux2by1 mux2_1(.in1(w_mux1_1), .in2(w_mux1_2), .op(op[1]), .result(w_mux2_1));
	mux2by1 mux2_2(.in1(w_mux1_3), .in2(w_mux1_4), .op(op[1]), .result(w_mux2_2));
	mux2by1 mux3_1(.in1(w_mux2_1), .in2(w_mux2_2), .op(op[2]), .result(carry));
endmodule 
module mux2by1_4bit(in1, in2, op, result);
	input [3:0]in1;
   input [3:0]in2;
   input op;
   output [3:0]result;
   mux2by1 mux0(.in1(in1[0]), .in2(in2[0]), .op(op), .result(result[0]));
   mux2by1 mux1(.in1(in1[1]), .in2(in2[1]), .op(op), .result(result[1]));
   mux2by1 mux2(.in1(in1[2]), .in2(in2[2]), .op(op), .result(result[2]));
   mux2by1 mux3(.in1(in1[3]), .in2(in2[3]), .op(op), .result(result[3]));
endmodule
module mux2by1(in1,in2,op,result);
	input in1;
	input in2;
	input op;
	output result;
	wire w1,w2,w3;
	assign w1 = ~op;
	assign w2 = in1 & w1;
	assign w3 = in2 & op;
	assign result = w2 | w3;
endmodule 
module ripple_adder(a, b, s, Co, Cin);
	input [3:0] a, b;
	input Cin;
	output [3:0] s;
	output Co;
	wire w1,w2,w3;
	fulladder u1(.a(a[0]), .b(b[0]), .Ci(Cin), .s(s[0]), .Co(w1));
	fulladder u2(.a(a[1]), .b(b[1]), .Ci(w1), .s(s[1]), .Co(w2));
	fulladder u3(.a(a[2]), .b(b[2]), .Ci(w2), .s(s[2]), .Co(w3));
	fulladder u4(.a(a[3]), .b(b[3]), .Ci(w3), .s(s[3]), .Co(Co));
endmodule 
module ripple_subtr(a, b, s, Co, Cin);
	input [3:0] a, b;
	input Cin;
	output [3:0] s;
	output Co;
	wire [3:0]not_b;
	assign not_b = ~b;
	wire w1,w2,w3;
	fulladder u1(.a(a[0]), .b(not_b[0]), .Ci(Cin), .s(s[0]), .Co(w1));
	fulladder u2(.a(a[1]), .b(not_b[1]), .Ci(w1), .s(s[1]), .Co(w2));
	fulladder u3(.a(a[2]), .b(not_b[2]), .Ci(w2), .s(s[2]), .Co(w3));
	fulladder u4(.a(a[3]), .b(not_b[3]), .Ci(w3), .s(s[3]), .Co(Co));
endmodule 
module fulladder(a,b,Ci,s,Co);
	input a, b, Ci;
	output s, Co;
	assign s = a ^ b ^ Ci;
	assign Co = (a&b)|(a&Ci)|(b&Ci);
endmodule 
module and4bit(a,b,s);
input	[3:0]a,b;
output [3:0]s;
	and1bit and_u3(.a(a[3]), .b(b[3]), .s(s[3]));
	and1bit and_u2(.a(a[2]), .b(b[2]), .s(s[2]));
	and1bit and_u1(.a(a[1]), .b(b[1]), .s(s[1]));
	and1bit and_u0(.a(a[0]), .b(b[0]), .s(s[0]));
endmodule 
module and1bit(a,b,s);
	input a,b;
	output s;
	assign s = a & b;
endmodule 
module or4bit(a,b,s);
	input	[3:0]a,b;
	output [3:0]s;
	or1bit or_u3(.a(a[3]), .b(b[3]), .s(s[3]));
	or1bit or_u2(.a(a[2]), .b(b[2]), .s(s[2]));
	or1bit or_u1(.a(a[1]), .b(b[1]), .s(s[1]));
	or1bit or_u0(.a(a[0]), .b(b[0]), .s(s[0]));
endmodule 
module or1bit(a,b,s);
	input a,b;
	output s;
	assign s = a | b;
endmodule 
module xor4bit(a,b,s);
	input	[3:0]a,b;
	output [3:0]s;
	xor1bit xor_u3(.a(a[3]), .b(b[3]), .s(s[3]));
	xor1bit xor_u2(.a(a[2]), .b(b[2]), .s(s[2]));
	xor1bit xor_u1(.a(a[1]), .b(b[1]), .s(s[1]));
	xor1bit xor_u0(.a(a[0]), .b(b[0]), .s(s[0]));
endmodule 
module xor1bit(a,b,s);
	input a,b;
	output s;
	assign s = ((~a) & b) | (a & (~b));
endmodule 
module not4bit(a,s);
	input	[3:0]a;
	output [3:0]s;
	not1bit not_u3(.a(a[3]), .s(s[3]));
	not1bit not_u2(.a(a[2]), .s(s[2]));
	not1bit not_u1(.a(a[1]), .s(s[1]));
	not1bit not_u0(.a(a[0]), .s(s[0]));
endmodule 
module not1bit(a,s);
	input a;
	output s;
	assign s = ~a;
endmodule 
module shift_left(a,b,s);
	input	[3:0]a,b;
	output [3:0]s;
	wire [3:0]wire_mux4_1;
	wire [3:0]wire_mux4_2;
	wire [3:0]wire_mux4_3;
	mux2by1_4bit mux4_1(.in1(a), .in2({a[2:0],1'b0}), .op(b[0]), .result(wire_mux4_1));
	mux2by1_4bit mux4_2(.in1(wire_mux4_1), .in2({wire_mux4_1[1:0],2'b00}), .op(b[1]), .result(wire_mux4_2));
	mux2by1_4bit mux4_3(.in1(wire_mux4_2), .in2(4'b0000), .op(b[2]), .result(wire_mux4_3));
	mux2by1_4bit mux4_4(.in1(wire_mux4_3), .in2(4'b0000), .op(b[3]), .result(s));
endmodule 
module shift_right(a,b,s);
	input	[3:0]a,b;
	output [3:0]s;
	wire [3:0]wire_mux4_1;
	wire [3:0]wire_mux4_2;
	wire [3:0]wire_mux4_3;
	mux2by1_4bit mux4_1(.in1(a), .in2({1'b0,a[3:1]}), .op(b[0]), .result(wire_mux4_1));
	mux2by1_4bit mux4_2(.in1(wire_mux4_1), .in2({2'b00,wire_mux4_1[3:2]}), .op(b[1]), .result(wire_mux4_2));
	mux2by1_4bit mux4_3(.in1(wire_mux4_2), .in2(4'b0000), .op(b[2]), .result(wire_mux4_3));
	mux2by1_4bit mux4_4(.in1(wire_mux4_3), .in2(4'b0000), .op(b[3]), .result(s));
endmodule   
```
==> results_tabular.tex <==
% Auto-generated results table
\begin{tabular}{lr}
\hline
Metric & Value \\
\hline
\multicolumn{2}{l}{\textbf{Run status}} \\
\quad Outcome & complete, no violations \\
\multicolumn{2}{l}{\textbf{STA}} \\
\quad Worst Max-Slew Pin Slew & $\sim$640 ps \\
\quad Setup TNS after final layout & 0 ps \\
\quad Final critical-path share of the clock period & 85.3\% \\
\quad Slew Limit Fails & 0 \\
\quad Slew HR & approximately 57\% \\
\quad Final setup slack of the worst path & slightly below 500 ps \\
\quad Max frequency & around 360 MHz \\
\quad Endpoints failing setup & 0 \\
\quad Final period demand of the worst path & around 2800 ps \\
\quad Post-Route Skew & about 7.7 ps \\
\quad Final-report hold violation count & 0 \\
\quad Unrepaired setup endpoints after global routing & false \\
\multicolumn{2}{l}{\textbf{Die}} \\
\quad I/O pins & 18 \\
\quad Area enclosed by the die boundary & approximately 11000 um\^{}2 \\
\quad Die height & $\sim$110 um \\
\quad Core region area & around 7000 um\^{}2 \\
\quad Width of the chip & approximately 110 um \\
\quad Cell Rows & 30 \\
\quad Floorplan core density & approximately 16\% \\
\multicolumn{2}{l}{\textbf{Worst setup path}} \\
\quad Endpoint class of the critical path & flop \\
\quad Most common cell type on the critical path & fa\_1 \\
\quad Flop2flop setup slack & 480 ps \\
\quad Startpoint types & flop \\
\quad Max Fanout on Critical Path & 12 \\
\quad Worst setup path startpoint & b\_reg[0]\$\_DFF\_PP0\_ \\
\quad Startpoint of the lowest-slack register-to-register path & b\_reg[0]\$\_DFF\_PP0\_ \\
\quad Worst EP arrival & about 3000 ps \\
\quad Crit-path leading delay family & adder cells \\
\quad CP Cell Sequence & ha\_1 > fa\_1 > fa\_1 > fa\_1 > mux4\_1 > o22a\_1 \\
\quad Slowest stage cell on the critical path & dfrtp\_1 \\
\quad Critical path data required time & between 3000 and 4000 ps \\
\quad WP buf/inv & 0 \\
\quad Max incr delay on CP & between 500 and 600 ps \\
\quad Crit Path Class & flop to flop \\
\multicolumn{2}{l}{\textbf{Yosys}} \\
\quad Ranking of synthesized cells by area & dfrtp\_1, ha\_1, fa\_1 \\
\quad Async set or reset register ratio after synthesis & about 100\% \\
\quad Top-count cell post-synth & dfrtp\_1 \\
\quad Register share after synthesis & between 30\% and 40\% \\
\quad Yosys cell types & 27 \\
\quad Ys flop type & dfrtp\_1 \\
\quad Number of flops mapped to enable cells by yosys & 0 \\
\quad Synthesized area divided by synthesized cell count & 11.6 um\^{}2 \\
\quad Number of warnings printed during yosys synthesis & 1 \\
\quad Post-synth top area cell & dfrtp\_1 \\
\quad Share of the synthesized area in the top cell type & between 30\% and 40\% \\
\quad Post-synthesis chip area from yosys & between 1000 and 1500 um\^{}2 \\
\quad Cells after Synth & around 95 \\
\quad Cell area after synthesis & around 1100 um\^{}2 \\
\quad List of most frequent post-synthesis cells & dfrtp\_1, inv\_1, ha\_1 \\
\quad Number of cells in the yosys synthesis report & between 90 and 100 \\
\quad Number of synthesized register bits & 16 \\
\multicolumn{2}{l}{\textbf{Drt}} \\
\quad Inserted Diodes & 0 \\
\quad Average routed wire per standard cell & 11.5 um \\
\quad Final routed DRC violation total & 0 \\
\quad Per-cell via count in the routed design & roughly 3.5 \\
\quad Violation tally from detailed-route iteration zero & a little under 60 \\
\quad Total via count after detailed routing & 729 \\
\quad Detail Route Antenna Nets & 0 \\
\quad Number of detailed-routing iterations run before antenna repair & 4 \\
\quad Total Wirelength & between 2000 and 2500 um \\
\multicolumn{2}{l}{\textbf{Global route}} \\
\quad Vias in the first global route & 786 \\
\quad Antenna violations before repair & 0 \\
\quad Pin count of the biggest net entering global routing & 17 \\
\quad Global route overflow & 0 \\
\quad Global-route wire length before repair & approximately 4100 um \\
\quad All-Layer GR Usage & 4.53\% \\
\multicolumn{2}{l}{\textbf{Place}} \\
\quad Placer's final routability congestion estimate & about 0.81 \\
\quad Cell count after placement & 203 \\
\quad Post-detailed-placement cell area & around 1400 um\^{}2 \\
\quad DP Wirelength & around 1800 um \\
\quad Post-Place Setup Slack & a little under 500 ps \\
\quad Total of buffers placed on input and output ports & 17 \\
\multicolumn{2}{l}{\textbf{Min path}} \\
\quad Path class of the lowest-slack min-delay path & flop to flop \\
\quad Worst Hold Launch & op\_reg[1]\$\_DFF\_PP0\_ \\
\multicolumn{2}{l}{\textbf{Cells and area}} \\
\quad Area taken by multi-input logic gates & about 610 um\^{}2 \\
\quad Reg area & 400 um\^{}2 \\
\quad Layout cell share with drive strength beyond 1 & 6.31\% \\
\quad Number of fill cells & between 700 and 800 \\
\quad Post-route cell area & between 1000 and 1500 um\^{}2 \\
\quad Final instance count without filler cells & slightly above 200 \\
\quad Area growth from synthesis to layout & 28.7\% \\
\multicolumn{2}{l}{\textbf{Flow run}} \\
\quad Max-Cap Viols & 0 \\
\quad OpenROAD warning count & 31 \\
\multicolumn{2}{l}{\textbf{CTS}} \\
\quad Root Driver & clkbuf\_8 \\
\quad Total of hold buffers inserted after clock tree synthesis & 0 \\
\quad Maximum level of the CTS H-tree & 1 \\
\quad CTS max path bufs & 2 \\
\quad Total setup buffers inserted after CTS & 0 \\
\quad Cts bufs inserted & 3 \\
\quad Quantity of gates resized following cts & 0 \\
\quad Total clock sinks & 16 \\
\quad Insertion delay at the late pin of the worst-skew pair & 250 ps \\
\quad TritonCTS clock tree & done \\
\quad Clock transition at the register clock pins on the worst setup and hold paths after CTS & approximately 70 ps \\
\multicolumn{2}{l}{\textbf{Power}} \\
\quad Power density over the cells & approximately 360 nW/um\^{}2 \\
\quad Worst vdd rail ir drop & around 160 uV \\
\quad Static Leakage & 0.623 nW \\
\hline
\end{tabular}
power by group:
group          total (W)  internal (W)  switching, W
Clock           0.000181      0.000106     0.0000748
Sequential      0.000229      0.000209     0.0000196
Combinational  0.0000932     0.0000583     0.0000349
cells by family after synthesis:
logic type | synth area share [%]
flip-flops | 36.4
AND/OR/NAND/NOR | 6.61
buffers and inverters | 8.20
adder cells (fa/ha/maj) | 22.3
AND-OR/OR-AND | 14.7
multiplexers | 11.7
layer usage:
| layer | share of wire [%] | global-route usage, % | routed length (um) | up-vias |
|---|---|---|---|---|
| met5 | 0 | 0 | 0 | - |
| met4 | 0.80 | 0.294 | 19 | 0 |
| met3 | 10 | 2.73 | 238 | 2 |
| met2 | 45 | 6.98 | 1080 | 20 |
| met1 | 44 | 5.58 | 1040 | 341 |
| li1 | - | - | - | 366 |
stage by stage:
stage / utilization, % / total power (W) / hold WS (ps)
floorplan: - / 0.000285 / 536
global placement: 19.7 / 0.000327 / 697
detailed placement: 19.7 / 0.000328 / 705
CTS: 20.5 / 0.000514 / 718
global route: 20.5 / 0.000537 / 744
finish: 20.5 / 0.000503 / 702
layout by cell type (no fill, tap or decap), drive strengths merged:
cell / synthesis / final
clkdlybuf4s50: 0 / 17
dfrtp: 16 / 16
inv: 16 / 16
ha: 10 / 10
o21ai: 6 / 6
fa: 6 / 6
mux2i: 5 / 5
o22a: 5 / 5
a21oi: 4 / 4
clkbuf: 1 / 4
mux4: 3 / 3
nor2b: 3 / 3
nand2: 2 / 2
nor2: 2 / 2
a211oi: 2 / 2
o2111a: 1 / 1
or3b: 1 / 1
nor4b: 1 / 1
nand2b: 1 / 1
o211ai: 1 / 1
and3: 1 / 1
a2111oi: 1 / 1
a31oi: 1 / 1
o211a: 1 / 1
o2111ai: 1 / 1
path summary, 6_finish.rpt:
kind / end / cells after the start
hold reg to reg: carry$_DFF_PP0_ / 1
max in group asynchronous: carry$_DFF_PP0_ / 2
hold / removal: carry$_DFF_PP0_ / 1
setup reg to reg: result[3]$_DFF_PP0_ / 6
min in group asynchronous: a_reg[1]$_DFF_PP0_ / 2
setup / recovery: result[3]$_DFF_PP0_ / 6
cell type report:
cell class / instances / area share [%]
flip-flops and latches: 16 / 28.3
inverters: 16 / 4.25
clock buffers: 4 / 3.89
well taps: 96 / 8.50
multi-input cells: 58 / 43.0
repair buffers: 17 / 12.0
Power figures rest on the tool's default switching activity, not on a simulated workload.
